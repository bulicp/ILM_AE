[/design/flow/run.sh]
#!/bin/bash
# OpenROAD 26Q1-2900-gdf79404cd8, Yosys 0.63+post, stock flow scripts
make -C /OpenROAD-flow-scripts/flow DESIGN_CONFIG=/design/flow/config.mk WORK_HOME=/design/flow/orfs finish
[/design/flow/config.mk]
export PLATFORM = sky130hd
export DESIGN_NAME = mult_top
export DESIGN_NICKNAME = mult_top
export VERILOG_FILES = /design/flow/design.v
export SDC_FILE = /design/flow/constraint.sdc
export NUM_CORES = 4
export LEC_CHECK = 1
export CORE_UTILIZATION = 50
[/design/flow/constraint.sdc]
current_design mult_top

set clk_period 12.1
set clk_io_pct 0.2

create_clock -name clk0 -period $clk_period [get_ports {clk}]

set non_clock_inputs [all_inputs -no_clocks]
set_input_delay [expr $clk_period * $clk_io_pct] -clock clk0 $non_clock_inputs
set_output_delay [expr $clk_period * $clk_io_pct] -clock clk0 [all_outputs]
[/design/flow/design.v]
`timescale 1ns / 1ps
module ILM_AE(
    input [15:0] x,
    input [15:0] y,
    output [31:0] p
    );
	wire [15:0] x_abs;
	wire [15:0] y_abs;
	assign x_abs = x ^ {16{x[15]}};
	assign y_abs = y ^ {16{y[15]}};
	wire [16:0] kx;
	wire zero_x;
	wire [4:0] code_x;
	NOD16 NODx (
		.data_i(x_abs),
		.zero_o(zero_x),
		.data_o(kx)
	 ); 
	PriorityEncoder_16 PEx (
		.data_i(kx),
		.code_o(code_x)
	 ); 
	wire [16:0] ky;
	wire zero_y;
	wire [4:0] code_y;
	NOD16 NODy (
		.data_i(y_abs),
		.zero_o(zero_y),
		.data_o(ky)
	 ); 
	PriorityEncoder_16 PEy (
			.data_i(ky),
			.code_o(code_y)
		 ); 
	wire [16:0] sub_x;
	wire [16:0] tmp_x;
	assign tmp_x = {1'b0,x_abs};
	assign sub_x = tmp_x - kx;	
	wire [16:0] sub_y;
	wire [16:0] tmp_y;
	assign tmp_y = {1'b0,y_abs};
	assign sub_y = tmp_y - ky;	
	wire [6:0] code_sum;
	assign code_sum = code_x + code_y;
	wire [31:0] dec_out;
	Decoder32 dec(code_sum,dec_out);
	wire [31:0] pp_x;
	assign pp_x = sub_x << code_y;
	wire [31:0] pp_y;
	assign pp_y = sub_y << code_x;
	wire [31:0] tmp_pp;
	wire [31:0] pp_abs;
	assign tmp_pp = sub_x + sub_y + dec_out;
	assign pp_abs = {tmp_pp[31:12],1'b0,1'b1,1'b0,1'b1,1'b0,1'b1,1'b0,1'b1,1'b0,1'b1,1'b0};
	wire prod_sign; 
	wire [31:0] tmp_sign;
	assign prod_sign = x[15] ^ y[15];
	assign tmp_sign = {32{prod_sign}} ^ pp_abs;
	wire not_zero;
	assign not_zero = (~zero_x | x[15] | x[0]) & (~zero_y | y[15] | y[0]);
	assign p = not_zero ? tmp_sign : 32'b0;
endmodule
module PriorityEncoder_16(
    input [16:0] data_i,
    output [4:0] code_o
    );
    wire [7:0] tmp0;
    assign tmp0 = {data_i[15],data_i[13],data_i[11],data_i[9],data_i[7],data_i[5],data_i[3],data_i[1]};
    OR_tree code0(tmp0,code_o[0]);
    wire [7:0] tmp1;
    assign tmp1 = {data_i[15],data_i[14],data_i[11],data_i[10],data_i[7],data_i[6],data_i[3],data_i[2]};
    OR_tree code1(tmp1,code_o[1]);
    wire [7:0] tmp2;
    assign tmp2 = {data_i[15],data_i[14],data_i[13],data_i[12],data_i[7],data_i[6],data_i[5],data_i[4]};
    OR_tree code2(tmp2,code_o[2]);
    wire [7:0] tmp3;
    assign tmp3 = {data_i[15],data_i[14],data_i[13],data_i[12],data_i[11],data_i[10],data_i[9],data_i[8]};
    OR_tree code3(tmp3,code_o[3]);
	assign code_o[4] = data_i[16];
endmodule
module OR_tree(
    input [7:0] data_i,
    output data_o
    );
    wire [3:0] tmp1;
    wire [1:0] tmp2;
    assign tmp1 = data_i[3:0] | data_i[7:4];
    assign tmp2 = tmp1[1:0] | tmp1[3:2];
    assign data_o = tmp2[0] | tmp2[1];
endmodule
module NOD16(
    input [15:0] data_i,
    output zero_o,
    output [16:0] data_o
    );
	assign data_o[16] = data_i[15] & data_i[14];
	NOD_unit_basic nod_basic_unit15(.in0(data_i[15]),.in1(data_i[14]),.in2(data_i[13]),.out0(data_o[15]));
	wire [14:0] t_in;
	assign t_in[14] = 1'b1;
	genvar i;
    generate
        for ( i = 2; i < 15; i = i+1 )
            begin : nod_cels
            NOD_unit Nod_bits(.data_i(data_i[i+1:i-2]),.t_in(t_in[i]),.data_o(data_o[i]),.t_out(t_in[i-1]));
            end
    endgenerate
	assign t_in[0] =  t_in[1] & ~data_i[2];
	assign data_o[1] = t_in[0] & data_i[1] & ~data_i[0];
	assign data_o[0] = t_in[0] & ~data_i[1] & data_i[0];
	assign zero_o = ~|(data_i);
endmodule
module NOD_unit_basic(
	input in0,
	input in1,
	input in2,
	output out0
	);
	wire tmp1,tmp2,tmp3;
	assign tmp1 = in0 & ~in1;
	assign tmp2 = in1 & in2 &(~in0);
	assign out0 = tmp1 | tmp2;
endmodule 
module NOD_unit(
	input [3:0] data_i,
	input t_in,
	output data_o,
	output t_out
	);
	wire tmp1,t_wire;
	NOD_unit_basic nod_basic_unit(.in0(data_i[2]),.in1(data_i[1]),.in2(data_i[0]),.out0(tmp1));
	assign t_wire = ~data_i[3] & t_in;
	assign t_out = t_wire;
	assign data_o = t_wire & tmp1;
endmodule 
module Decoder32(
    input [6:0] code_i,
    output [31:0] data_o
    );
	assign data_o = (1 << code_i);
endmodule
module FAd(a,b,c,cy,sm);
	input a,b,c;
	output cy,sm;
	wire x,y,z;
	xor x1(x,a,b);
	xor x2(sm,x,c);
	and a1(y,a,b);
	and a2(z,x,c);
	or o1(cy,y,z);
endmodule
`timescale 1ns / 10ps
module mult_top(
    input clk,
    input  [15:0] x,
    input  [15:0] y,
    output reg [31:0] p_out
    );
    wire [31:0] P_vec;
    reg [15:0] X_vec;
    reg [15:0] Y_vec;
    ILM_AE mult(X_vec,Y_vec,P_vec); 
    always @(posedge clk) 
    begin
        p_out = P_vec;
        X_vec = x;
        Y_vec = y;
    end
endmodule 
==> results_slide.txt <==
Synthesis and Place & Route Summary

Setup path
  – Critical path's slowest cell: or4_4
  – CP max stage delay: 0.58 ns
  – Critical setup path kind: register to register
  – Setup slack, reg-to-reg: 4.84 ns
  – RR Endpoint: p_out[18]
  – Critical Path AT: 7.46 ns
  – CP endpoint kind: register
  – FF-to-FF path depth: 27
  – Crit path DRT: 12.30 ns
  – FF-to-FF Start: X_vec[15]
  – Worst Path Max Fanout: 41
  – CP startpoint kind: register

Route
  – Drt pass-1 iters: 32
  – Remaining DRCs: 0
  – Initial DRC count: 323
  – DR vias/cell: 5.64
  – Routed wire length: 14.2 mm
  – Via count: 5,549
  – Routed Antenna Nets: 0
  – Ant diodes: 0
  – Drt wl/cell: 14.4 um

Final timing
  – Unrepaired setup endpoints after global routing: false
  – Setup TNS: 0 ns
  – Post-layout min period: 7.26 ns
  – Slew HR: 56.8%
  – Final Max Tran Viols: 0
  – Worst Tran Pin Value: 0.644 ns
  – Final setup fails: 0
  – Fmax: 138 MHz
  – Hold WS: 0.974 ns
  – Layout Skew: 0.00841 ns
  – Final hold violations: 0
  – Fin crit share: 60.0%

Logic synthesis
  – Top cell area share: 18.0%
  – FFs w/ async S/R, synth: 0%
  – Top post-synthesis cells by count: nor2_1 (91), ha_1 (64), nand2_1 (60)
  – Count leader, synth: nor2_1
  – Synthesis area per yosys: 0.00599 mm^2
  – Top cells by area: dfxtp_1 (18%), ha_1 (13%), xor2_1 (6.4%), nor2_1 (5.7%), xnor2_1 (5.6%)
  – Synth area leader: dfxtp_1
  – Synth Seq Share: 18.0%
  – Syn Area/Cell: 7.43 um^2
  – Cell Area, Synth: 0.00599 mm^2
  – Yosys warns: 1
  – Post-synth EDFFs: 0
  – Commonest flop: dfxtp_1
  – Synth flops: 54
  – Syn Inst Count: 807
  – Yosys cell count: 807
  – Synth unique cells: 68

Floorplanning
  – Core area: 0.0116 mm^2
  – Die H: 111 um
  – Row cnt: 39
  – FP Util: 51.8%
  – # IOs: 65
  – Die area: 0.0124 mm^2
  – DIE WIDTH: 111 um

Clock tree
  – Clk Latency, worst-skew pair: 0.30 ns
  – Number of buffers created by CTS: 5
  – Post-CTS setup buffers: 0
  – Root Buffer: clkbuf_16
  – TritonCTS Sinks: 54
  – Post-CTS Resized: 0
  – H-Tree Depth: 2
  – CTS tree: yes
  – CTS Buffer Depth: 2
  – CTS Hold Bufs: 0
  – Worst-path clk slew: 0.07 ns

Placed design
  – Placed cell area: 0.00664 mm^2
  – RD Place Congestion: 0.947
  – PortBufs: 64
  – Detailed Place HPWL: 11.6 mm

Run status
  – Status: finished, final reports clean

Cells and area
  – Finished Cell Area: 0.00681 mm^2
  – Share of post-route cells with drive strength above 1: 3.81%
  – Fill cell count: 1,045
  – Area Overhead vs Synth: 13.5%

Hold path
  – Worst Hold Endpoint: p_out[26]
  – Min-Delay Path Depth: 5
  – Min-delay worst type: register to register
  – HP Start: X_vec[7]

Global routing
  – Total Routing Usage GR: 23.7%
  – Initial antenna violation count: 0
  – Aggregate global routing overflow: 0
  – Global-route wire length before repair: 23.5 mm
  – Vias in the first global route: 5,013
  – Largest net degree at the start of global routing: 42

Power
  – Pwr Density: 161 mW/mm^2
  – Max IR drop VDD: 84.1 uV
  – Leakage: 0.00282 uW

Flow run
  – Tool warnings: 26
  – Max cap viols: 0
[report_power, final]
group / internal (uW) / switching (uW)
clock: 97.6 / 67.8
sequential: 209 / 15.5
combinational: 313 / 392
[layout make-up]
type                            instances  area (um^2)  area share, %
Sequential cell                        54         1080           15.9
Inverter                               33          124           1.82
Tap cell                              143          179           2.63
Multi-Input combinational cell        677         4580           67.3
Clock inverter                          3         45.0          0.662
Timing Repair Buffer                   68          671           9.85
Clock buffer                            5          125           1.84
[cell families (layout without fill, tap and decap cells)]
group,after synthesis,after routing,share of synthesized area (%)
mux,10,10,1.77
other cells,2,2,0.125
buf+inv,76,109,5.66
simple gates,305,305,25.0
fa+ha+maj,68,68,14.7
compound gates,210,210,22.7
flops,54,54,18.0
xor+xnor,82,82,12.0
[how the worst max path moves through the flow]
stage                      from   endpoint  slack, ns
after CTS             X_vec[15]  p_out[18]       4.83
after global routing  X_vec[15]  p_out[18]       4.23
final                 X_vec[15]  p_out[18]       4.84
[metal layers]
metal / track usage [%] / share of wire [%] / wire (um) / vias to the layer above
met5: 0 / 0 / 0 / -
met4: 6.67 / 2.5 / 355 / 0
met3: 3.32 / 3.7 / 531 / 17
met2: 38.3 / 46 / 6470 / 92
met1: 33.5 / 48 / 6840 / 2484
li1: - / - / - / 2956
[registers in the layout (all words and copies together), names as in the netlist]
name and cells:
X_vec 16, Y_vec 16, p_out 22
[stage by stage]
step	instances	power (uW)	utilization [%]	setup slack, ns
CTS	983	1100	58.9	4.83
finish	983	1100	58.9	4.84
global route	983	1200	58.9	4.23
detailed placement	975	925	57.4	4.85
floorplan	807	735	-	5.59
global placement	975	925	57.4	4.95
[critical path, delay by kind of cell, from the launching register on]
kind / cells / cell delay [ns]
mux: 1 / 0.36
flops: 1 / 0.30
simple gates: 7 / 2.27
compound gates: 12 / 2.61
fa+ha+maj: 3 / 1.07
xor+xnor: 2 / 0.20
buf+inv: 2 / 0.33
[layout by cell type, fill, tap and decap left out, types with 4 or more instances in the layout]
cell	n
or2_2	8
fa_1	4
xnor2_1	37
a221oi_1	4
a21o_1	21
ha_1	64
o21ai_0	48
dfxtp_1	54
clkdlybuf4s50_1	64
clkbuf_16	5
mux2i_1	5
mux2_2	5
nor2_1	91
nand2_1	60
nand3_1	31
nor3_1	36
inv_1	33
buf_4	4
o2111ai_1	4
and2_1	11
a211oi_1	9
xor2_1	44
and3_1	8
nor2b_1	10
o21a_1	14
nand2b_1	11
a31oi_1	8
a21oi_1	56
or3_1	10
o211ai_1	7
or4_1	4
nand4_1	10
Power and IR drop assume default switching activity.
